$ cat flow/run.sh
#!/bin/bash
# OpenROAD 26Q1-2900-gdf79404cd8, Yosys 0.63+post, stock flow scripts
make -C /OpenROAD-flow-scripts/flow DESIGN_CONFIG=/design/flow/config.mk WORK_HOME=/design/flow/orfs finish
$ cat flow/config.mk
export PLATFORM = sky130hd
export DESIGN_NAME = nubus_sampling
export DESIGN_NICKNAME = nubus_sampling
export VERILOG_FILES = /design/flow/design.v
export SDC_FILE = /design/flow/constraint.sdc
export NUM_CORES = 4
export LEC_CHECK = 1
export CORE_AREA = 10 10 100 100
export DIE_AREA = 0 0 110 110
$ cat flow/constraint.sdc
current_design nubus_sampling

set clk_period 1.1
set clk_io_pct 0.2

create_clock -name clk0 -period $clk_period [get_ports {nub_clkn}]

set non_clock_inputs [all_inputs -no_clocks]
set_input_delay [expr $clk_period * $clk_io_pct] -clock clk0 $non_clock_inputs
set_output_delay [expr $clk_period * $clk_io_pct] -clock clk0 [all_outputs]
$ cat flow/design.v
module nubus_sampling
   (
    input 		  nub_clkn,  
    input 		  nub_resetn,  
    input 		  nub_tm0n,  
    input 		  nub_tm1n,  
    input 		  nub_startn,  
    input 		  nub_rqstn,  
    input 		  nub_ackn,  
    input [31:0]  nub_adn,  
	output 		  tm0,
	output 		  tm1,
	output 		  start,
	output        rqst,
	output 		  ack,
	output [31:0] ad,
	output [3:0]  sel,
	output 		  block,
	output        busy
	);
   reg 			  reg_tm0n, reg_tm1n;
   reg 			  reg_startn;
   reg 			  reg_rqstn;
   reg 			  reg_ackn;
   reg [31:0] 	  reg_adn;
   reg 			  reg_busy;
   always @(negedge nub_clkn) begin: proc_sampling
	  if (~nub_resetn) begin
		 reg_tm0n <= 1;
		 reg_tm1n <= 1;
		 reg_startn <= 1;
		 reg_rqstn <= 1;
		 reg_ackn <= 1;
		 reg_adn <= 0;
		 reg_busy <= 0;
	  end else begin
		 reg_tm0n <= nub_tm0n;
		 reg_tm1n <= nub_tm1n;
		 reg_startn <= nub_startn;
		 reg_rqstn <= nub_rqstn;
		 reg_ackn <= nub_ackn;
		 reg_adn <= nub_adn;
		 reg_busy <= ~reg_busy & nub_ackn & ~nub_startn  
			   	   |  reg_busy & nub_ackn &  nub_resetn;  
	  end
   end
   assign tm0 = ~reg_tm0n;
   assign tm1 = ~reg_tm1n;
   assign start = ~reg_startn;
   assign rqst = ~reg_rqstn;
   assign ack = ~reg_ackn;
   assign ad = ~reg_adn;
   assign busy = reg_busy;
   assign sel[3] =   ~reg_tm1n & ~reg_adn[1] & ~reg_adn[0] & ~reg_tm0n  
                   | ~reg_tm1n & ~reg_adn[1] & ~reg_adn[0] &  reg_tm0n  
                   | ~reg_tm1n &  reg_adn[1] &  reg_adn[0] &  reg_tm0n  
                   ;
   assign sel[2] =   ~reg_tm1n & ~reg_adn[1] &  reg_adn[0] & ~reg_tm0n  
                   | ~reg_tm1n & ~reg_adn[1] & ~reg_adn[0] &  reg_tm0n  
                   | ~reg_tm1n &  reg_adn[1] &  reg_adn[0] &  reg_tm0n  
                   ;
   assign sel[1] =   ~reg_tm1n &  reg_adn[1] & ~reg_adn[0] & ~reg_tm0n  
                   | ~reg_tm1n &  reg_adn[1] & ~reg_adn[0] &  reg_tm0n  
                   | ~reg_tm1n &  reg_adn[1] &  reg_adn[0] &  reg_tm0n  
                   ;
   assign sel[0] =   ~reg_tm1n &  reg_adn[1] &  reg_adn[0] & ~reg_tm0n  
                   | ~reg_tm1n &  reg_adn[1] & ~reg_adn[0] &  reg_tm0n  
                   | ~reg_tm1n &  reg_adn[1] &  reg_adn[0] &  reg_tm0n  
                   ;
   assign block = ~reg_adn[1] & reg_adn[0] & reg_tm0n;  
endmodule
==> qor.csv <==
stage;metric;value;unit
routing;vias;1225;
yosys;yosysCellCount;128;
placement;dpl-instance-area;2190;um2
flow_run;cap_violations;0;
clock_network;worstSkewPairLatency;0.34;ns
setup_path;crit_type;reg2out;
yosys;synth-edff-count;0;
yosys;synthCells;128;
global_route;grt_max_degree;15;
placement;io_buffers;81;
yosys;post_synth_most_frequent_cells;inv_1, dfxtp_1, and2_1;
die;coreArea;7810;um2
routing;vias_per_cell;3.38;
die;chip_area;12100;um2
setup_path;cp-end-kind;primary output;
clock_network;cts_made_buffers;5;
yosys;yosysMostFrequentCell;inv_1;
yosys;synth_chip_area;1230;um2
setup_path;critPathRequiredTime;0.88;ns
sta;layout_setup_ws;-0.838;ns
sta;worstMarginPinSlew;0.163;ns
sta;max_slew_margin;89.1;%
clock_network;cts_hold_buffers;0;
yosys;netlist.area_leader.share;61.9;%
die;dieWidth;110;um
sta;finalHoldViolations;0;
routing;insertedDiodeCount;0;
sta;finClkSkew;0;ns
sta;rsz0062_at_grt;yes;
placement;place_congestion;0.745;
global_route;first_global_vias;1285;
yosys;flop_cell;dfxtp_1;
routing;drt_iter0_markers;11;
yosys;ys_async_sr_fraction;0;%
setup_path;cp-start-kind;flip-flop;
flow_run;tool_warnings;66;
cells_and_area;drive_above_1_share;41.5;%
cells_and_area;final_cell_area;2440;um2
routing;wl;3870;um
setup_path;path_max_fanout;5;
sta;drv_slew;0;
yosys;yosys_warnings;1;
yosys;synthDistinctLibCells;14;
global_route;track_usage;5.98;%
setup_path;r2r_cells;2;
min_path;hp-class;reg2reg;
cells_and_area;area_growth;98.8;%
setup_path;r2r-start;reg_busy;
yosys;yosys-top-cells-area;dfxtp_1, and2_1, inv_1;
setup_path;r2r_slack;0.56;ns
sta;setup_tns;-21.34;ns
routing;firstDrtPassIters;2;
pwr;power.density;1550;nW/um2
pwr;power_leakage;1.24;nW
yosys;synth.avg_cell_area;9.60;um2
global_route;grt_overflow_total;0;
sta;finalSetupViolCount;44;
routing;ant_nets;0;
routing;wl_per_cell;10.7;um
clock_network;clockRootBuffer;clkbuf_8;
die;die-height;110;um
min_path;hp-start;reg_busy;
die;ioPinCount;82;
pwr;ir_worst_vdd;0.425;mV
clock_network;clock_sinks;38;
clock_network;clk_pin_slew;0.03;ns
setup_path;cp-startpoint;reg_adn[0];
cells_and_area;nFillCells;837;
yosys;top_area_cell;dfxtp_1;
yosys;ys_ff;38;
cells_and_area;seq_area;796;um2
clock_network;htree_levels;2;
cells_and_area;comb_area;348;um2
min_path;holdPathStages;2;
routing;remaining_drc_errors;0;
placement;dpl.hpwl;2780;um
clock_network;clock_path_buffers;2;
die;rows;32;
global_route;grt_antenna_before_repair;0;
outcome;status;finished with violations;
clock_network;cts_tree;built;
yosys;ys_seq_share;61.9;%
yosys;syn_area;1230;um2
outcome;violations;setup timing;
global_route;grt_pass1_wl;5710;um
die;core_util_floorplan;15.7;%
setup_path;critPathArrivalTime;1.72;ns
[area by class of cell]
class                           instances  share of cell area (%)
Timing Repair Buffer                   92                    30.7
Sequential cell                        38                    32.6
Tap cell                              102                    5.23
Clock inverter                         40                    8.30
Multi-Input combinational cell         47                    14.2
Clock buffer                            5                    2.82
Inverter                               38                    6.15
[what timing repair did]
action,4_1_cts,5_1_grt
endpoints found under the setup margin,81,43
setup buffers,5,2
resized,158,35
gates cloned,1,0
pin swaps,4,3
[where the power goes]
| part | internal (mW) | leakage [nW] | switching [mW] | total, mW |
|---|---|---|---|---|
| Clock | 1.07 | 0.267 | 0.819 | 1.89 |
| Sequential | 1.47 | 0.322 | 0.0354 | 1.50 |
| Combinational | 0.280 | 0.649 | 0.105 | 0.384 |
| Total | 2.82 | 1.24 | 0.959 | 3.78 |
[layer usage]
metal	up-vias	GRT usage (%)	wire length, um
li1	618	-	-
met1	533	6.12	1410
met2	67	8.64	1740
met3	7	4.29	621
met4	0	3.81	95
met5	-	0	0
[flip-flops by register name (all words and copies together) (netlist names)]
register	flops
reg_ackn	1
reg_adn	32
reg_busy	1
reg_rqstn	1
reg_startn	1
reg_tm0n	1
reg_tm1n	1
[worst max-delay path, stage by stage (launching register included)]
cell      delay, ns
dfxtp_4        0.37
xnor2_2        0.14
a211oi_2       0.18
buf_2          0.13
[cells by family after synthesis]
kind of cell | Yosys count | synth area share, %
and+or+nand+nor | 40 | 20.1
DFF | 38 | 61.9
buffers and inverters | 43 | 13.8
AOI/OAI and AO/OA | 6 | 3.46
xor gates and xnor gates | 1 | 0.713
[cells in the final DEF, fill, tap and decap left out, types with 2 or more instances in the layout]
cell type	instances
a211oi_2	2
a21oi_2	2
and2_1	32
buf_2	40
buf_4	5
buf_6	8
bufinv_16	2
clkbuf_8	5
clkdlybuf4s50_1	36
dfxtp_1	18
dfxtp_2	16
dfxtp_4	4
inv_1	58
inv_2	15
inv_4	3
nand2b_1	5
[final timing paths]
check / to
worst max register to register: reg_busy
worst min-delay path: reg_busy
worst max-delay path: sel[2]
worst min register to register: reg_busy
[per-stage QoR]
step / total power [mW] / utilization [%] / worst slack (ns) / std cells / hold WS (ns)
floorplan: 1.81 / - / -0.267 / 128 / 0.411
global placement: 2.12 / 28.1 / -0.810 / 310 / 0.435
detailed placement: 2.13 / 28.1 / -0.837 / 310 / 0.438
CTS: 3.87 / 30.4 / -0.832 / 360 / 0.438
global route: 4.10 / 31.3 / -0.874 / 362 / 0.460
finish: 3.78 / 31.3 / -0.838 / 362 / 0.438
Power figures rest on the tool's default switching activity, not on a simulated workload.
