## flow/config.mk

```make
export PLATFORM = sky130hd
export DESIGN_NAME = nubus_cpld
export DESIGN_NICKNAME = nubus_cpld
export VERILOG_FILES = /design/flow/design.v
export SDC_FILE = /design/flow/constraint.sdc
export NUM_CORES = 4
export LEC_CHECK = 1
export CORE_AREA = 10 10 70 70
export DIE_AREA = 0 0 80 80
```

## flow/design.v

```verilog
module nubus_arbiter 
   (
    input [3:0]  idn,  
    input [3:0]  arbn,  
    output [3:0] arbon,  
    input 		 arbcyn,  
    output 		 grant    
    );
   wire          arb2oen, arb1oen, arb0oen;
   wire          arb3, arb2, arb1, arb0;
   wire          grantn;
   assign arbon[3] = ~arb3;
   assign arbon[2] = ~arb2;
   assign arbon[1] = ~arb1;
   assign arbon[0] = ~arb0;
   assign arb3 = ~arbcyn & ~idn[3];
   assign arb2oen = idn[3] & ~arbn[3];
   assign arb2 = ~arbcyn & ~arb2oen & ~idn[2];
   assign arb1oen = idn[3] & ~arbn[3] |
                    idn[2] & ~arbn[2];
   assign arb1 = ~arbcyn & ~arb1oen & ~idn[1];
   assign arb0oen = idn[3] & ~arbn[3] |
                    idn[2] & ~arbn[2] |
                    idn[1] & ~arbn[1];
   assign arb0 = ~arbcyn & ~arb0oen & ~idn[0];
   assign grantn = idn[3] & ~arbn[3] |
                   idn[2] & ~arbn[2] |
                   idn[1] & ~arbn[1] |
                   idn[0] & ~arbn[0];
   assign grant = ~arbcyn &  ~grantn;
endmodule
module nubus_cpld
  (
   input  nubus_oe,  
   input  tmoen,  
   input  nubus_master_dir,  
   input  [3:0] id_n_5v,     
   input  reset_n_5v,  
   input  clk_n_5v,  
   input  clk2x_n_5v,  
   input  fpga_to_cpld_clk,  
   input  fpga_to_cpld_signal,  
   inout  fpga_to_cpld_signal_2,  
   output [3:0] id_n_3v3,  
   output reset_n_3v3,  
   output clk_n_3v3,  
   output clk2x_n_3v3,  
   input  arbcy_n,  
   input  [3:0] arb_n_5v,    
   output [3:0] arb_o_n,    
   output grant,    
   inout  tm0_n_3v3,  
   input  tm0_n_5v,  
   output tm0_o_n,  
   inout  tm1_n_3v3,  
   input  tm1_n_5v,  
   output tm1_o_n,  
   output tmx_oe_n,  
   inout  tm2_n_3v3,  
   input  tm2_n_5v,  
   output tm2_o_n,  
   output tm2_oe_n,  
   inout  start_n_3v3,  
   input  start_n_5v,  
   output start_o_n,  
   output start_oe_n,  
   inout  ack_n_3v3,  
   inout  ack_n_5v,  
   output ack_o_n,  
   output ack_oe_n,  
   input  rqst_n_5v,   
   inout  rqst_n_3v3,  
   output rqst_o_n  
   );
   assign fpga_to_cpld_signal_2 = fpga_to_cpld_clk;
   assign clk2x_n_3v3 = clk2x_n_5v;
   assign tm2_n_3v3 = tm2_n_5v;
	assign tm2_o_n = 0;
	assign tm2_oe_n = 1;
   assign clk_n_3v3 = clk_n_5v;
   assign id_n_3v3 = id_n_5v;
   assign reset_n_3v3 = reset_n_5v;
   assign start_o_n   = nubus_oe ?   1 : ( nubus_master_dir ? start_n_3v3 : 1);  
   assign start_oe_n  = nubus_oe ?   1 : ( nubus_master_dir ? 0 : 1);  
   assign start_n_3v3 = nubus_oe ? 'bZ : (~nubus_master_dir ? start_n_5v  : 'bZ);  
   assign rqst_o_n   = nubus_oe ?   1 : (~fpga_to_cpld_signal ? rqst_n_3v3 :  1);  
   assign rqst_n_3v3 = nubus_oe ? 'bZ : ( fpga_to_cpld_signal ? rqst_n_5v : 'bZ);  
   assign ack_o_n    = nubus_oe ?   1 : (( ~tmoen) ? ack_n_3v3 : 1);  
   assign ack_oe_n   = nubus_oe ?   1 : (( ~tmoen) ? 0 : 1);  
   assign ack_n_3v3  = nubus_oe ? 'bZ : ((  tmoen) ? ack_n_5v  : 'bZ);  
   assign tm0_o_n    = nubus_oe ?   1 : (( ~tmoen) ? tm0_n_3v3 : 1);  
   assign tm1_o_n    = nubus_oe ?   1 : (( ~tmoen) ? tm1_n_3v3 : 1);  
   assign tmx_oe_n   = nubus_oe ?   1 : (( ~tmoen) ? 0 : 1);  
   assign tm0_n_3v3  = nubus_oe ? 'bZ : ((  tmoen) ? tm0_n_5v   : 'bZ);  
   assign tm1_n_3v3  = nubus_oe ? 'bZ : ((  tmoen) ? tm1_n_5v   : 'bZ);  
   nubus_arbiter UArbiter
     (
      .idn(id_n_5v),
      .arbn(arb_n_5v),
      .arbon(arb_o_n),
      .arbcyn(arbcy_n),
      .grant(grant)
      );
endmodule  
```

## flow/constraint.sdc

```tcl
current_design nubus_cpld

set clk_period 1.1
set clk_io_pct 0.2

create_clock -name clk0 -period $clk_period

set non_clock_inputs [all_inputs -no_clocks]
set_input_delay [expr $clk_period * $clk_io_pct] -clock clk0 $non_clock_inputs
set_output_delay [expr $clk_period * $clk_io_pct] -clock clk0 [all_outputs]
```

## flow/run.sh

```bash
#!/bin/bash
# OpenROAD 26Q1-2900-gdf79404cd8, Yosys 0.63+post, stock flow scripts
make -C /OpenROAD-flow-scripts/flow DESIGN_CONFIG=/design/flow/config.mk WORK_HOME=/design/flow/orfs finish
```

==> flow_metrics.py <==
# Generated from Yosys and OpenROAD reports
metrics = {
    "status": {
        "status": "did not finish",
        "lastStage": "4_1_cts",
        "stop_error": "[error] [KeplerFormal.cpp:679] Workflow failed: Iso has multiple drivers: .rqst_n_5v0, input15.X0",
    },
    "logic_synthesis": {
        "netlist_area_um2": 246,
        "yosysWarnings": 10,
        "syn_inst": 36,
        "synth_cell_types": 11,
        "yosysSeqAreaShare": 0,
        "ys_area_um2": 246,
        "syn_area_per_cell_um2": 6.85,
        "yosys_cells": 36,
    },
    "placed_design": {
        "dp_hpwl_um": 1010,
        "portBuffers": 34,
        "gp_congestion": 0.694,
        "placedCellCount": 103,
    },
    "floorplanning": {
        "rows": 21,
        "die_w_um": 80,
        "ios": 52,
        "initCoreUtil": 0.0722,
        "die_height_um": 80,
    },
    "timing": {
        "untimed_endpoints": 1,
    },
    "clocking": {
        "cts_setup_buffers": 3,
        "hold_buffers": 0,
        "cts-resized-gates": 94,
    },
}
-- cells by family after synthesis --
| kind of cell | after synthesis | share of synthesized area |
|---|---|---|
| other | 2 | 0.0305 |
| AND/OR/NAND/NOR | 13 | 0.355 |
| buffers and inverters | 19 | 0.548 |
| AND-OR/OR-AND | 2 | 0.0660 |
-- cells in the mapped netlist, drive strengths merged --
cell type | instances | share of area
inv | 2 | 0.030
buf | 17 | 0.52
nand2b | 1 | 0.025
a2111oi | 1 | 0.036
nor2b | 2 | 0.051
or4 | 1 | 0.046
conb | 2 | 0.030
or3 | 5 | 0.13
or2 | 4 | 0.10
a21o | 1 | 0.030
-- per-stage QoR --
step	utilization	instance area [um2]	hold WS [ns]	setup TNS (ns)	setup slack, ns
global placement	0.160	547	0.440	-10.56	-0.962
floorplan	-	246	0.468	0	0.00362
detailed placement	0.160	547	0.440	-10.65	-0.955
