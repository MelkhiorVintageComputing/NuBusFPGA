$ cat design/flow/run.sh
#!/bin/bash
# OpenROAD 26Q1-2900-gdf79404cd8, Yosys 0.63+post, stock flow scripts
make -C /OpenROAD-flow-scripts/flow DESIGN_CONFIG=/design/flow/config.mk WORK_HOME=/design/flow/orfs finish
$ cat design/flow/design.v
module nubus_arbiter 
   (
    input [3:0]  idn,  
    input [3:0]  arbn,  
    output [3:0] arbon,  
    input 		 arbcyn,  
    output 		 grant    
    );
   wire          arb2oen, arb1oen, arb0oen;
   wire          arb3, arb2, arb1, arb0;
   wire          grantn;
   assign arbon[3] = ~arb3;
   assign arbon[2] = ~arb2;
   assign arbon[1] = ~arb1;
   assign arbon[0] = ~arb0;
   assign arb3 = ~arbcyn & ~idn[3];
   assign arb2oen = idn[3] & ~arbn[3];
   assign arb2 = ~arbcyn & ~arb2oen & ~idn[2];
   assign arb1oen = idn[3] & ~arbn[3] |
                    idn[2] & ~arbn[2];
   assign arb1 = ~arbcyn & ~arb1oen & ~idn[1];
   assign arb0oen = idn[3] & ~arbn[3] |
                    idn[2] & ~arbn[2] |
                    idn[1] & ~arbn[1];
   assign arb0 = ~arbcyn & ~arb0oen & ~idn[0];
   assign grantn = idn[3] & ~arbn[3] |
                   idn[2] & ~arbn[2] |
                   idn[1] & ~arbn[1] |
                   idn[0] & ~arbn[0];
   assign grant = ~arbcyn &  ~grantn;
endmodule
module nubus_cpldinfpga
  (
   input  nubus_oe,  
   input  tmoen,  
   input  nubus_master_dir,  
   input  rqst_oe_n,  
   input [3:0] id_n_3v3,  
   input  arbcy_n,  
   input  [3:0] arb_n_3v3,    
   output [3:0] arb_o_n,    
   output grant,    
   input  tm0_n_3v3,  
   output tm0_o_n,  
   input  tm1_n_3v3,  
   output tm1_o_n,  
   output tmx_oe_n,  
   input  tm2_n_3v3,  
   output tm2_o_n,  
   output tm2_oe_n,  
   input  start_n_3v3,  
   output start_o_n,  
   output start_oe_n,  
   input  ack_n_3v3,  
   output ack_o_n,  
   output ack_oe_n,  
   input  rqst_n_3v3,  
   output rqst_o_n  
   );
   assign tm2_o_n = 0;
   assign tm2_oe_n = 1;
   assign start_o_n   = nubus_oe ?   1 : ( nubus_master_dir ? start_n_3v3 : 1);  
   assign start_oe_n  = nubus_oe ?   1 : ( nubus_master_dir ? 0 : 1);  
   assign rqst_o_n   = nubus_oe ?   1 : (~rqst_oe_n ? rqst_n_3v3 :  1);  
   assign ack_o_n    = nubus_oe ?   1 : (( ~tmoen) ? ack_n_3v3 : 1);  
   assign ack_oe_n   = nubus_oe ?   1 : (( ~tmoen) ? 0 : 1);  
   assign tm0_o_n    = nubus_oe ?   1 : (( ~tmoen) ? tm0_n_3v3 : 1);  
   assign tm1_o_n    = nubus_oe ?   1 : (( ~tmoen) ? tm1_n_3v3 : 1);  
   assign tmx_oe_n   = nubus_oe ?   1 : (( ~tmoen) ? 0 : 1);  
   nubus_arbiter UArbiter
     (
      .idn(id_n_3v3),
      .arbn(arb_n_3v3),
      .arbon(arb_o_n),
      .arbcyn(arbcy_n),
      .grant(grant)
      );
endmodule  
$ cat design/flow/constraint.sdc
current_design nubus_cpldinfpga

set clk_period 1.4
set clk_io_pct 0.2

create_clock -name clk0 -period $clk_period

set non_clock_inputs [all_inputs -no_clocks]
set_input_delay [expr $clk_period * $clk_io_pct] -clock clk0 $non_clock_inputs
set_output_delay [expr $clk_period * $clk_io_pct] -clock clk0 [all_outputs]
$ cat design/flow/config.mk
export PLATFORM = sky130hd
export DESIGN_NAME = nubus_cpldinfpga
export DESIGN_NICKNAME = nubus_cpldinfpga
export VERILOG_FILES = /design/flow/design.v
export SDC_FILE = /design/flow/constraint.sdc
export NUM_CORES = 4
export LEC_CHECK = 1
export CORE_AREA = 10 10 70 70
export DIE_AREA = 0 0 80 80
==> out/results.txt <==
Status: finished with violations
Failing checks: setup timing
Initial DRC count: 11
Post-Layout Inst Area: 497 um2
Fp util: 0.0414
Comb area leader: simple AND/OR/NAND/NOR gates
Largest net degree at the start of global routing: 7
Static Leak: 0.215 nW
Via count: 254
Initial antenna violation count: 0
Worst Path Class, Setup: input pin to output pin
Crit Path Max Fanout: 2
WL per Instance: 9.29 um
Max incr delay on CP: 0.52 ns
CP Data Required Time: 1.12 ns
Layout Utilization: 0.145
Die H: 80 um
Grt ovf: 0
Synth area leader: or2_2
DR WL met3: 61 um
Final WL: 920 um
Placed cells: 96
Total die size: 6400 um2
Setup_tns: -0.114 ns
CP max-delay cell: or4_4
Fin crit share: 1.05
# IOs: 34
Clock buffer cells: 0
Flop count: 0
Top Layout Cells: 9 x dlygate4sd2_1, 9 x buf_2, 6 x clkdlybuf4s50_1
Mapped Cells: 22
Design Power: 107 uW
Startpoint Class: input pin
DIE WIDTH: 80 um
Gpl congestion: 0.674
Max-Cap Viols: 0
Reg area: 0 um2
M1 wire length: 349 um
Hold_buf cts: 0
Drt first pass iters: 2
Top delay family on crit path: simple AND/OR/NAND/NOR gates
Average size of a mapped cell: 6.43 um2
Final worst slack: -0.0732 ns
Distinct lib cells: 11
Tool warning count: 35
Slew Limit Fails: 0
Core area: 3420 um2
First-pass GRT wire length: 1280 um
XORs/XNORs by Area: 0
Yosys cell count: 22
Met2 wire length: 508 um
Via-to-Cell Ratio: 2.57
WP data arrival: 1.19 ns
Cell Rows: 21
Synth Seq Share: 0
Worst hold margin: 0.823 ns
Total global-route track usage: 0.0240
Count of final setup violators: 2
Nature of the critical path endpoint: output pin
Dpl hpwl: 809 um
Post-synth area from yosys stat: 141 um2
Fin cells: 99
Crit path cell chain: dlygate4sd2_1 > or4_4 > buf_6
Area post-placement: 487 um2
Top cells by area: or2_2 18%, or3_1 18%, buf_4 16%
CP bufs+invs: 2
RSZ-0062 raised after global routing: true
PortBufs: 31
Layout cells sized above 1: 0.547
Minimum clock period: 1.47 ns
Yosys Warn Count: 0
ANT nets after route: 0
Dpl ws: -0.809 ns
Peak VDD IR: 27.2 uV
Simple-Gate Fraction of Synth Area: 0.619
Area share, top type: 0.177
Max Fclk: 0.679 GHz
DR top layer: met3
Number of global-route vias before repair: 251
DRC viols: 0
Mapped cell area: 141 um2
Mux cell area share: 0
Adder Area Share: 0
HP Class: input pin to output pin
Pwr per Cell Area: 216 nW/um2
Final hold viol count: 0
Area Overhead vs Synth: 251%
Post-Synth AOI/OAI Area: 0.115
Ant diodes: 0
==> cell usage after synthesis, drive strengths merged <==
library cell,instances
or4,1
or2,4
or3,5
a2111oi,1
inv,2
nand2b,1
a21o,1
conb,2
buf,3
nor2b,2
==> area by class of cell <==
| class | instances | area [um2] |
|---|---|---|
| fillers | 394 | 2920 |
| repair buffers | 34 | 273 |
| multi-input cells | 17 | 159 |
| well taps | 46 | 57.6 |
| inverters | 2 | 7.51 |
==> power by group <==
part	switching (mW)	internal, mW	leakage [nW]
clock network	0	0	0
logic	0.0315	0.0759	0.215
registers	0	0	0
==> layer usage <==
metal / vias to the layer above / track usage
li1: 130 / -
met1: 113 / 0.0270
met2: 11 / 0.0482
met3: 0 / 0.00341
met4: 0 / 0
met5: - / 0
==> worst paths after layout <==
| path | start | cells after the start | to |
|---|---|---|---|
| min | id_n_3v3[2] | 3 | arb_o_n[2] |
| max | id_n_3v3[0] | 3 | arb_o_n[0] |
==> cell families after synthesis <==
kind of cell    Yosys count
buf+inv                   5
other cells               2
compound gates            2
simple gates             13
==> repair_timing <==
action,CTS,global route
gates resized,63,11
setup endpoints to repair,13,5
pin swaps,5,3
setup buffers,3,0
Power and IR drop assume default switching activity.
